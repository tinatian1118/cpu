==> /design/flow/design.v <==
`timescale 1ns / 1ps
module pc(clk,rst,control,addr,to_mar
    );
    input clk,rst;
    input [1:0]control;
    input [7:0]addr;
    output reg[7:0]to_mar;
    reg [7:0]pc;
    initial 
    begin
        to_mar<=8'b00000000;
        pc<=8'b00000000;
    end
    always@(posedge clk)
    begin
        if(rst==1)
        begin
            pc<=0;
        end
        else
        begin
            if(control==01)
            begin
                pc<=pc+1;
            end
            if(control==10)
            begin
                pc<=addr;
            end
            to_mar<=pc;    
        end
    end
endmodule
==> /design/flow/run.sh <==
#!/bin/bash
# OpenROAD 26Q1-2900-gdf79404cd8, Yosys 0.63+post, stock flow scripts
make -C /OpenROAD-flow-scripts/flow DESIGN_CONFIG=/design/flow/config.mk WORK_HOME=/design/flow/orfs finish
==> /design/flow/config.mk <==
export PLATFORM = sky130hd
export DESIGN_NAME = pc
export DESIGN_NICKNAME = pc
export VERILOG_FILES = /design/flow/design.v
export SDC_FILE = /design/flow/constraint.sdc
export NUM_CORES = 4
export LEC_CHECK = 1
export CORE_AREA = 10 10 75 75
export DIE_AREA = 0 0 85 85
==> /design/flow/constraint.sdc <==
current_design pc

set clk_period 1.5
set clk_io_pct 0.2

create_clock -name clk0 -period $clk_period [get_ports {clk}]

set non_clock_inputs [all_inputs -no_clocks]
set_input_delay [expr $clk_period * $clk_io_pct] -clock clk0 $non_clock_inputs
set_output_delay [expr $clk_period * $clk_io_pct] -clock clk0 [all_outputs]
==> run summary <==
yosys + openroad results -> Synth flops=16, outcome=finished, final reports clean, number of placement rows=23, die y size=85 um, tool warning count=33, cell count in the Yosys report=49, fmax=0.700 GHz, portion of total power attributed to combinational logic=0.057, number of post-CTS setup repair buffers=0, routed wirelength normalized by instance count=8.87 um, summed standard-cell area reported by yosys=619 sq um, detailed-route via count=428, overflow left after global routing=0, cell taking the most area after synthesis=sky130_fd_sc_hd__edfxtp_1, worst IR drop on VDD=0.272 mV, number of global-route vias before repair=366, number of maximum-capacitance violations=0, number of endpoints with negative hold slack in the final report=0, RePlAce Congestion=0.727, Clk network pwr share=0.358, vias per cell=3.72, Detailed Routing Iterations Pass 1=4, DRC Markers=0, chip width=85 um, pwr dens=959 nW/um^2, class of the tightest hold or removal check=reg2reg, share of cells above drive strength 1=0.123, peak fanout along the critical path=5, crit share post-route=0.953, start-to-end type of the worst setup path=in2reg, worst slew pin tran=0.271 ns, Synth Instances=49, clock root buffer=sky130_fd_sc_hd__clkbuf_8, number of flops mapped to enable cells by yosys=8, cell area after synthesis=619 sq um, Critical Path Start Type=input pin, largest net degree at the start of global routing=9, CTS tree=yes, Post-Syn Area per Cell=12.6 sq um, area of the core=4060 sq um, leakage power total=0.000322 uW, antenna violation net count after detailed routing=0, register-to-register setup slack=0.13 ns, pre-CTS setup slack=-0.195 ns, I/O Buffers=11, synth-to-layout area growth=38.0%, antenna violations before repair=0, commonest cells in the netlist=8 x sky130_fd_sc_hd__dfxtp_1, 8 x sky130_fd_sc_hd__edfxtp_1, 5 x sky130_fd_sc_hd__a21oi_1, Dominant combinational family=simple AND/OR/NAND/NOR gates, xor/xnor share of the synthesized area=0.0283, clock transition time at the flip-flop clock pins of the worst setup and hold paths=0.05 ns, Async SR Flop Fraction=0, number of distinct library cells after synthesis=22, number of cells on the worst hold path=0, adder and majority cell fraction of the synthesized area=0.0202, max_slew headroom=0.819, RSZ-0062 raised after global routing=false, Post-synth top flop=sky130_fd_sc_hd__edfxtp_1, share of the synthesized area in the top cell type=0.388, Final min period=1.43 ns, 1st-iter DRT viols=44, sequential element share of the synthesized area=0.646, worst setup margin=0.0712 ns, # fillers=416, Resized cells post-CTS=0, overall fraction of global-route tracks in use=0.0283, I/O pin total=20, crit path DRT=1.67 ns, Core Util at FP=0.153, Max Slew Vio Count=0, share of total power in sequential cells=0.584, share of the core filled with cells in the final layout=0.211, ranking of synthesized cells by area=sky130_fd_sc_hd__edfxtp_1 39%, sky130_fd_sc_hd__dfxtp_1 26%, sky130_fd_sc_hd__a21oi_1 4.0%, H-tree levels=1, wire length of the first global-routing pass=1740 um, Synth Area in Compound Gates=0.0889, data arrival time of the worst path=1.60 ns, number of clock sinks=16, worst r2r dst=pc[6], reg2reg path depth=4, final setup violation count=0, cell internal pwr=679 uW, switching power total=140 uW, clock skew after layout=0.00119 ns, endpoint with the worst hold slack=to_mar[7], number of buffers inserted for hold repair after clock tree synthesis=0, share of cell area taken by muxes after synthesis=0.0162, number of buffers on the longest clock path=2, wirelength, routed=1020 um, startpoint of the tightest hold check path=pc[7], DP HPWL=822 um, chip area=7230 sq um, number of warning messages in the yosys log=1, CP endpoint kind=flip-flop, switch share=0.171, Ant. Diodes=0, clock network latency to the later pin of the worst-skew pair=0.24 ns, Critical R2R Launch=pc[0], area fraction in and, or, nand and nor cells=0.176, CTS Buf Count=3
-- power groups by stage --
stage / sequential (uW) / combinational, uW / clock [uW]
final: 478 / 47.1 / 294
after global routing: 480 / 53.9 / 330
after CTS: 479 / 48.7 / 301
-- worst max path at each step --
stage	start	end	slack, ns	depth (start not counted)
after CTS	control[0]	pc[5]	0.05	4
after global routing	control[1]	pc[5]	0.006	4
final	control[1]	pc[5]	0.07	4
-- logic make-up after synthesis --
kind of cell / Yosys count
DFF: 16
and+or+nand+nor: 15
AOI/OAI and AO/OA: 10
buffers and inverters: 4
xor gates and xnor gates: 2
muxes: 1
adders and majority gates: 1
-- cells in the final DEF (no fill, tap or decap), types with 2 or more instances in the layout --
master and instances:
sky130_fd_sc_hd__nor2_1 3, sky130_fd_sc_hd__or4_1 2, sky130_fd_sc_hd__o31ai_1 2, sky130_fd_sc_hd__or3_1 2, sky130_fd_sc_hd__o21ai_0 3, sky130_fd_sc_hd__dfxtp_1 8
sky130_fd_sc_hd__clkbuf_8 3, sky130_fd_sc_hd__edfxtp_1 8, sky130_fd_sc_hd__inv_1 3, sky130_fd_sc_hd__buf_4 3, sky130_fd_sc_hd__clkdlybuf4s50_1 10, sky130_fd_sc_hd__a21oi_1 5
-- critical path, stage by stage --
cell and delay (ns):
sky130_fd_sc_hd__clkdlybuf4s50_1 0.46, sky130_fd_sc_hd__nand4b_4 0.21, sky130_fd_sc_hd__or4_1 0.49, sky130_fd_sc_hd__a21oi_1 0.15
-- sequential cells by signal, summed over array words and instances (netlist names) --
register	flops
pc	8
to_mar	8
-- cell type report --
class | count | area, sq um | area share
multi-input combinational | 29 | 204 | 0.239
clock buffer | 3 | 41.3 | 0.0483
inverter | 3 | 11.3 | 0.0132
timing repair buffer | 14 | 135 | 0.158
sequential | 16 | 400 | 0.469
tap | 50 | 62.6 | 0.0732
-- routing by layer --
| metal | wire length, um | up-vias | GRT usage |
|---|---|---|---|
| li1 | - | 217 | - |
| met1 | 483 | 189 | 0.0404 |
| met2 | 400 | 20 | 0.0334 |
| met3 | 131 | 2 | 0.0193 |
| met4 | 4 | 0 | 0.00599 |
| met5 | 0 | - | 0 |
-- stage by stage --
stage	total power, uW	TNS (ns)	hold slack [ns]	instances	instance area (sq um)
6_report	819	0	0.459	115	855
5_1_grt	863	0	0.482	115	855
4_1_cts	828	0	0.463	115	852
3_5_place_dp	537	-0.751	0.450	112	811
3_3_place_gp	535	-0.674	0.441	112	811
2_1_floorplan	502	0	0.425	49	619
Power and IR drop assume default switching activity.
