File: flow/config.mk
export PLATFORM = sky130hd
export DESIGN_NAME = mbr
export DESIGN_NICKNAME = mbr
export VERILOG_FILES = /design/flow/design.v
export SDC_FILE = /design/flow/constraint.sdc
export NUM_CORES = 4
export LEC_CHECK = 1
export CORE_AREA = 10 10 87 87
export DIE_AREA = 0 0 97 97
File: flow/constraint.sdc
current_design mbr

set clk_period 1.6
set clk_io_pct 0.2

create_clock -name clk0 -period $clk_period [get_ports {clk}]

set non_clock_inputs [all_inputs -no_clocks]
set_input_delay [expr $clk_period * $clk_io_pct] -clock clk0 $non_clock_inputs
set_output_delay [expr $clk_period * $clk_io_pct] -clock clk0 [all_outputs]
File: flow/design.v
`timescale 1ns / 1ps
module mbr(clk,control,from_memory,from_acc,to_memory,to_br,addr_out,to_ir
    );
    input clk;
    input [1:0]control;
    input [15:0]from_memory,from_acc;
    output reg [15:0]to_memory,to_br;
    output reg [7:0]addr_out,to_ir;
    always@(posedge clk)
    begin
        if(control==01)
        begin
            if(from_memory[15]==1)
            begin
                to_br<=from_memory&16'b0000000011111111;
            end
            else
            begin
                addr_out<=from_memory[7:0];
            end
            to_ir<=from_memory[15:8];
        end
        if(control==10)
        begin
            to_br<=from_memory;
        end
        if(control==11)
        begin
            to_memory<=from_acc;
        end
    end
endmodule
File: flow/run.sh
#!/bin/bash
# OpenROAD 26Q1-2900-gdf79404cd8, Yosys 0.63+post, stock flow scripts
make -C /OpenROAD-flow-scripts/flow DESIGN_CONFIG=/design/flow/config.mk WORK_HOME=/design/flow/orfs finish
==> impl_metrics.yaml <==
# physical design summary
synthesis:
  ys_warn_count: 1
  ys_cells: 52
  ys_seq_share_pct: 77.7
  yosys-top-cells-count: "24 x buf_4, 24 x edfxtp_1"
  syn-cell-area_um2: 927
  top_area_share_pct: 77.7
  simple_gate_share_pct: 2.43
  top_area_cell: "edfxtp_1"
  ys_sh_xor_pct: 0
  synth_cells: 52
  syn_avg_cell_area_um2: 17.8
  synth_adder_area_share_pct: 0
  area_leaders: "edfxtp_1 78%, buf_4 19%, and3b_1 0.94%"
  synth-async-reset-ratio_pct: 0
  synthAoiAreaFrac_pct: 0
  synthFlopType: "edfxtp_1"
  muxShareOfSynthArea_pct: 0
  synthDistinctLibCells: 6
  ys.flops: 24
  logic_family: "buffers and inverters"
  yosys-stat-area_um2: 927
  edf_count: 24
min_path:
  hold_path_class: "primary input to flip-flop"
sta:
  rsz0062_at_grt: "no"
  period_minus_slack_ns: 1.40
  holdWs_ns: 0.606
  fin_crit_sh_pct: 87.3
  max_freq_mhz: 716
  hold_viol_final: 0
  report.final.slew_viol_count: 0
  fin_setup_tns_ns: 0
  finalSetupViolations: 0
pwr:
  ir_drop_v: 0.000246
  leakage_nw: 0.519
  pwr_density_cell_nw_per_um2: 856
drt:
  vias_per_cell: 2.96
  firstDrtPassIters: 2
  detail-route-antenna-nets: 0
  n_antenna_cell: 0
  route.detailed.drc: 0
  vias: 512
  routed_wl_um: 2140
  wl_per_cell_um: 12.4
  drt-initial-drc-count: 10
final_layout:
  final_area_um2: 1420
  fin_util_pct: 25.1
  syn2layout_area_growth_pct: 53.0
  drive_above_1_share_pct: 6.93
floorplan:
  ios: 83
  initial_utilization_pct: 16.4
  core_area_um2: 5640
  die_w_um: 97
  std_cell_rows: 27
  die_y_um: 97
  die_area_um2: 9410
global_route:
  grt.total_usage_pct: 4.25
  grt-ovfl-total: 0
  grt_max_degree: 14
  grt_pass1_wl_um: 3190
  grt_pass1_vias: 559
  antenna_found_initial: 0
clocking:
  cts_tree: "done"
  root_buffer: "clkbuf_8"
  htreeDepth: 1
  hold_buffers: 0
  clk_path_buf_depth: 2
  cts_sinks: 24
  post_cts_buffers: 0
  clk_pin_slew_ns: 0.08
  cts_buffers: 3
  cts_resized: 0
critical_path:
  cp-end-kind: "output pin"
  cp_top_family: "buffers and inverters"
  critPathLaunchType: "flip-flop"
  setup.worst_path.class: "flip-flop to output pin"
  path_buffers: 1
  required_ns: 1.28
  crit_path_max_fanout: 1
  cp_slowest_cell: "clkdlybuf4s50_1"
  worstPathArrival_ns: 1.08
  max_stage_delay_ns: 0.49
  cp_cell_sequence: "clkdlybuf4s50_1"
placement:
  gp_congestion: 0.690
  port-buffer-count: 42
  dp_hpwl_um: 1800
  placed_cell_area_um2: 1370
job:
  warning_count: 41
  cap_violations: 0
run_status:
  status: "finished, final reports clean"
placed cells by master, fill, tap and decap left out:
cell type	count
and3b_1	1
buf_4	4
clkbuf_8	3
clkdlybuf4s50_1	42
clkinv_1	1
conb_1	24
edfxtp_1	24
nor2b_1	1
nor3b_1	1
metal layers:
metal / vias up / GRT usage (%) / share of wire, %
li1: 232 / - / -
met1: 238 / 4.69 / 37
met2: 40 / 6.75 / 48
met3: 2 / 2.65 / 14
met4: 0 / 1.01 / 1.7
met5: - / 0 / 0
through the flow:
| stage | setup WS (ns) | std cells | total power [mW] |
|---|---|---|---|
| after floorplan | 0.216 | 75 | 0.794 |
| after global placement | 0.100 | 169 | 0.878 |
| after detailed placement | 0.0844 | 169 | 0.880 |
| after CTS | 0.179 | 173 | 1.25 |
| after global routing | 0.116 | 173 | 1.29 |
| final | 0.202 | 173 | 1.21 |
cells by family (layout without fill, tap and decap cells):
group                  Yosys count  count (layout)
AND/OR/NAND/NOR                  3               3
buffers and inverters           24              50
flip-flops                      24              24
other                            1              24
registers in the layout, indices dropped and copies added (netlist names):
register	cells
to_ir	8
to_br	8
addr_out	8
report_power, final:
part           internal, mW  leakage (nW)  switching [mW]
Sequential            0.728         0.222         0.00720
Combinational        0.0946         0.274          0.0295
Clock                 0.171        0.0231           0.184
Total                 0.994         0.519           0.220
final cells by class:
class                      count  area [µm²]
multi-input combinational     27         113
timing repair buffer          46         450
clock buffer                   3        41.3
sequential                    24         721
tap                           72        90.1
fill                         600        4220
clock inverter                 1        3.75
worst paths after layout:
kind | end | start | slack, ns | cells past startpoint
worst max-delay path | to_ir[7] | to_ir[7] | 0.20 | 1
worst min-delay path | to_ir[2] | from_memory[10] | 0.61 | 1
Power is estimated from default activity; no workload was simulated.
